**/design/flow/run.sh**
```bash
#!/bin/bash
# OpenROAD 26Q1-2900-gdf79404cd8, Yosys 0.63+post, stock flow scripts
make -C /OpenROAD-flow-scripts/flow DESIGN_CONFIG=/design/flow/config.mk WORK_HOME=/design/flow/orfs finish
```
**/design/flow/config.mk**
```make
export PLATFORM = sky130hd
export DESIGN_NAME = Mux_3_by_1
export DESIGN_NICKNAME = Mux_3_by_1
export VERILOG_FILES = /design/flow/design.v
export SDC_FILE = /design/flow/constraint.sdc
export NUM_CORES = 4
export LEC_CHECK = 1
export CORE_AREA = 10 10 70 70
export DIE_AREA = 0 0 80 80
```
**/design/flow/constraint.sdc**
```tcl
current_design Mux_3_by_1

set clk_period 4.6
set clk_io_pct 0.2

create_clock -name clk0 -period $clk_period

set non_clock_inputs [all_inputs -no_clocks]
set_input_delay [expr $clk_period * $clk_io_pct] -clock clk0 $non_clock_inputs
set_output_delay [expr $clk_period * $clk_io_pct] -clock clk0 [all_outputs]
```
**/design/flow/design.v**
```verilog
module Mux_3_by_1 (a,b,c,s,d);
    input [31:0] a,b,c;
    input [1:0] s;
    output [31:0] d;
    assign d = (s == 2'b00) ? a : (s == 2'b01) ? b : (s == 2'b10) ? c : 32'h00000000;
endmodule
```
==> job_summary.md <==
## Synthesis and layout report

| Metric | Value |
|---|---|
| Final-report max-slew violation count | `0` |
| Overall die width | `around 80 µm` |
| Starting density of the core | `a little under a quarter` |
| Final Hold Vio Count | `0` |
| Overall routed net length | `about 4.6 mm` |
| Required time of the worst setup path | `3680 ps` |
| Netlist cell types | `8` |
| Overflow after GRT | `0` |
| Mux cell area share | `40.7%` |
| Routability congestion estimate | `about 0.85` |
| Worst Hold Depth | `3` |
| Area added between synthesis and finish | `161%` |
| Number of global-route vias before repair | `approximately 1200` |
| Area taken by flip-flops and latches | `0 µm²` |
| Ports placed on the boundary | `130` |
| Post-synth design cell area | `787 µm²` |
| Fin util | `between 60 and 70%` |
| Postcts setup bufs | `0` |
| Yosys Warn Count | `0` |
| Least-Margin Pin Slew | `between 400 and 500 ps` |
| Mean post-synth cell area | `roughly 10 µm²` |
| Crit path DAT | `2820 ps` |
| Setup Total Neg Slack | `0 ps` |
| Die Size | `0.00640 mm²` |
| Gate count after technology mapping | `77` |
| Peak Freq | `~270 MHz` |
| Height of the die | `80 µm` |
| Crit share post-route | `about four fifths` |
| Port Buffer Count | `about 130` |
| Yosys-reported design area after synthesis | `between 700 and 800 µm²` |
| Proportion of layout cells with a drive suffix above 1 | `~7.6%` |
| Fillcell total | `roughly 310` |
| Standard cell core area | `~0.0034 mm²` |
| Simple-Gate Fraction of Synth Area | `1.75%` |
| Outcome | `finished, final reports clean` |
| Synth Area in XOR/XNOR | `0%` |
| Clock tree buffer count of the final layout | `0` |
| Maximum net fanout on the critical path | `17` |
| Iteration tally of the first detailed-router pass | `2` |
| Largest net degree at the start of global routing | `33` |
| Hold_ws | `roughly 2800 ps` |
| Startpoint kind of the worst setup timing path | `primary input` |
| Number of warning messages in the logs | `33` |
| Number of setup violations in the final report | `0` |
| Sequential cell count | `0` |
| Leakage component of the power | `just under 0.8 nW` |
| Standard-cell row count | `21` |
| Hold-fix buffers, CTS | `0` |
| Unrepaired setup endpoints after global routing | `false` |
| Number of antenna violations at the first check in global routing | `0` |
| Post-synthesis sequential area ratio | `0%` |
| First-pass GRT wire length | `between 7 and 8 mm` |
| Max-capacitance violation count | `0` |
| Total routing resource utilization after global routing | `between 10 and 15%` |
| Resize count post-CTS | `0` |
| Antenna Nets Post-Route | `0` |
| Path type of the worst setup path | `primary input to output pin` |
| Power Dens Cells | `between 90 and 100 mW/mm²` |
| Element type at the critical path end | `output pin` |
| Final min period | `roughly 3700 ps` |
| Power, Total | `around 0.00019 W` |
| Area of the multi-input gates | `slightly below 700 µm²` |
| Main kind of combinational logic by area | `AND-OR/OR-AND gates` |
| Kind of path behind the tightest hold check | `primary input to output pin` |
| Total cells reported by yosys after synthesis | `77` |
| Routed wire length per instance | `between 15 and 20 µm` |
| Vias per std cell | `around 4.5` |
| Remaining max-slew budget at the tightest pin | `around two thirds` |
| Number of inserted diodes | `0` |
| Post-Synth AOI/OAI Area | `roughly 44%` |
| Peak supply drop | `approximately 0.000037 V` |
| DRC violations left | `0` |
| Adder-cell share of the synthesized area | `0%` |
| DR vias | `roughly 1100` |
| DRC violation total after the first TritonRoute iteration | `16` |
| HPWL Detailed | `between 4 and 5 mm` |
[layout make-up]
class | instances | area share [%]
timing repair buffer | 133 | 64.2
multi-input combinational | 65 | 33.0
tap | 46 | 2.80
[layer usage]
layer / track usage [%] / vias up / part of all wire [%]
li1: - / 559 / -
met1: 16.4 / 477 / 39
met2: 23.0 / 70 / 49
met3: 5.00 / 2 / 12
met4: 0.880 / 0 / 0.83
met5: 0 / - / 0
[synth_stat cells]
master / number / area [µm²]
buf_6: 8 / 90.1
nor2b_4: 1 / 13.8
clkbuf_1: 2 / 7.51
buf_2: 1 / 5.00
buf_4: 1 / 7.51
mux2i_1: 32 / 320
o2bb2ai_1: 22 / 193
o2bb2ai_2: 10 / 150
[power by group]
part	total, W	internal [W]	switching (W)
clock	0	0	0
combinational	0.000185	0.000137	0.0000477
sequential	0	0	0
total	0.000185	0.000137	0.0000477
[cell families after synthesis]
kind of cell | after synthesis
buffers and inverters | 12
and+or+nand+nor | 1
muxes | 32
AOI/OAI and AO/OA | 32
[path summary, 6_finish.rpt]
| kind | start | end | slack, ps |
|---|---|---|---|
| max | s[1] | d[15] | 860 |
| min | c[21] | d[21] | 2760 |
[metrics by stage]
stage	setup WS (ps)	std cells	cell area, µm²
5_1_grt	732	244	2050
3_5_place_dp	859	244	2050
3_3_place_gp	915	244	2050
2_1_floorplan	2160	77	787
4_1_cts	859	244	2050
6_report	863	244	2050
[cell usage in the layout, fill, tap and decap left out]
cell | netlist | layout
clkdlybuf4s50_1 | 0 | 129
mux2i_1 | 32 | 32
o2bb2ai_1 | 22 | 22
o2bb2ai_2 | 10 | 10
buf_4 | 1 | 3
nor2b_4 | 1 | 1
buf_2 | 1 | 1
[critical path, cell delays in order]
cell and delay, ps:
clkdlybuf4s50_1 470, nor2b_4 450, buf_4 320, o2bb2ai_1 150, clkdlybuf4s50_1 490
Power is estimated from default activity; no workload was simulated.
